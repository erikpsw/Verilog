**./config.mk**
```make
export PLATFORM = sky130hd
export DESIGN_NAME = keyboard_instance
export DESIGN_NICKNAME = keyboard_instance
export VERILOG_FILES = /design/flow/design.v
export SDC_FILE = /design/flow/constraint.sdc
export NUM_CORES = 4
export LEC_CHECK = 1
export CORE_UTILIZATION = 50
```
**./constraint.sdc**
```tcl
current_design keyboard_instance

set clk_period 5.3
set clk_io_pct 0.2

create_clock -name clk0 -period $clk_period [get_ports {clk_50M}]

set non_clock_inputs [all_inputs -no_clocks]
set_input_delay [expr $clk_period * $clk_io_pct] -clock clk0 $non_clock_inputs
set_output_delay [expr $clk_period * $clk_io_pct] -clock clk0 [all_outputs]
```
**./design.v**
```verilog
module Digitron_TimeDisplay_module
(
	CLK, times,data,tries, Digitron_Out, DigitronCS_Out
);
	 input CLK;
	 input [1:0]times;
	 input [11:0]data;	
	 input [3:0]tries;	
	 output [7:0]Digitron_Out; 
	 output [3:0]DigitronCS_Out; 
     parameter T1MS = 16'd50000;
	 reg [17:0]Count;
	 reg [3:0]SingleNum;
	 reg [7:0]W_Digitron_Out;
	 reg [7:0]W_DigitronCS_Out;
	 reg cnt ;
     parameter _0 = 8'b0011_1111, _1 = 8'b0000_0110, _2 = 8'b0101_1011,
			 	  _3 = 8'b0100_1111, _4 = 8'b0110_0110, _5 = 8'b0110_1101,
			 	  _6 = 8'b0111_1101, _7 = 8'b0000_0111, _8 = 8'b0111_1111,
				  _9 = 8'b0110_1111, _Ri= 8'b0111_1111;
	always @ ( posedge CLK )
		Count <= Count+1'b1;				
	 always@(Count[17:16])    
	 begin
			case (Count[17:16])			 
			2'b00:
				W_DigitronCS_Out = 4'b1110 ;
			2'b01:
				W_DigitronCS_Out = 4'b1101 ;		
			2'b10:
				W_DigitronCS_Out = 4'b1011 ;
			2'b11:
				W_DigitronCS_Out = 4'b0111 ;	
			endcase
	 end
	 always@(W_DigitronCS_Out)
	 begin
			case(W_DigitronCS_Out)
			4'b1110: SingleNum = data[3:0];
			4'b1101: SingleNum = data[7:4];
			4'b1011: SingleNum = data[11:8];
			4'b0111: SingleNum = tries;	
			endcase						
			case(SingleNum)
            	4'h0 : W_Digitron_Out = 8'h3f;
            	4'h1 : W_Digitron_Out = 8'h06;	
            	4'h2 : W_Digitron_Out = 8'h5b;
            	4'h3 : W_Digitron_Out = 8'h4f;
            	4'h4 : W_Digitron_Out = 8'h66;
            	4'h5 : W_Digitron_Out = 8'h6d;
            	4'h6 : W_Digitron_Out = 8'h7d;
            	4'h7 : W_Digitron_Out = 8'h07;
            	4'h8 : W_Digitron_Out = 8'h7f;
            	4'h9 : W_Digitron_Out = 8'h6f;
            	default : W_Digitron_Out = 8'h00;
			endcase
	 end
	 assign Digitron_Out = W_Digitron_Out;
	 assign DigitronCS_Out = W_DigitronCS_Out;
endmodule
module key_filter(clk,rstn,key_in,key_deb);
    input clk;
    input rstn;
    input [15:0] key_in;
    output [15:0] key_deb;
    parameter CNTMAX = 999_999;
    reg [19:0] cnt = 0;
    always@(posedge clk or negedge rstn) begin
        if(~rstn)
            cnt <= 0;
        else if(cnt == CNTMAX)
            cnt <= 0;
        else
            cnt <= cnt + 1'b1;
     end
     reg [15:0] key_reg0;
     reg [15:0] key_reg1;
     reg [15:0] key_reg2; 
     always@(posedge clk or negedge rstn) begin
        if(~rstn) begin
            key_reg0 <= 16'hffff;
            key_reg1 <= 16'hffff;
            key_reg2 <= 16'hffff;
        end
        else if(cnt == CNTMAX) begin
            key_reg0 <= key_in;
            key_reg1 <= key_reg0;
            key_reg2 <= key_reg1;
        end
    end
    assign key_deb = (~key_reg0 & ~key_reg1 & ~key_reg2) | (~key_reg0 & ~key_reg1 & key_reg2);
endmodule
module keyboard_instance(clk_50M,RSTn,col,row,Digitron_Out,DigitronCS_Out,light);
    input clk_50M;
    input RSTn ; 
    input [3:0] col;
    output [3:0] row;
    output [7:0] Digitron_Out;
    output [3:0] DigitronCS_Out;
    output light;
    wire [15:0] key;
    keyboard_scan U1(
        .clk(clk_50M),
        .RSTn(RSTn),
        .col(col),
        .row(row),
        .light(light),
        .key(key)
    );
    wire [15:0] key_deb;
    key_filter U2(
        .clk(clk_50M),
        .rstn(RSTn),
        .key_in(key),
        .key_deb(key_deb)
    );
    wire [11:0] data_disp; 
    wire [3:0] tries; 
    wire [1:0] times;
    onehot2binary U3(
        .clk(clk_50M),
        .onehot(key_deb),
        .binary(data_disp),
        .times(times),
        .tries(tries)
    );	    
    Digitron_TimeDisplay_module U5
    (
    	.CLK(clk_50M), 
    	.data(data_disp), 
    	.Digitron_Out(Digitron_Out), 
    	.DigitronCS_Out(DigitronCS_Out),
        .times(times),
        .tries(tries)
    );
endmodule
module keyboard_scan(clk,RSTn,col,row,key,light);
    input clk;
    input RSTn ;
    input [3:0] col;             
    output reg [3:0] row ;              
    output reg [15:0] key;  
    output light;   
    reg [31:0] cnt = 0;
    reg scan_clk = 0;
    always@(posedge clk) begin
        if(cnt == 2499) begin  
            cnt <= 0;
            scan_clk <= ~scan_clk;
        end
        else
            cnt <= cnt + 1;
    end
    always@(posedge scan_clk)
    begin
    	if(!RSTn)
    		row <= 4'b1110; 
    	else
        	row <= {row[2:0],row[3]};  
    end
    assign light=RSTn;
    always@(negedge scan_clk) 
        case(row)
            4'b0111 : key[15:12] <= col;
            4'b1011 : key[11:8] <= col;
            4'b1101 : key[7:4] <= col;
            4'b1110 : key[3:0] <= col;
            default : key <= 0;
        endcase
endmodule
module onehot2binary(clk,onehot,binary,times,tries);
    input clk;
    input [15:0] onehot;
    output reg[11:0] binary=12'b111111111111;
    output reg [1:0] times=2'b00;
    output reg [4:0] tries=4'b0;
    reg [3:0] cur_binary=4'b1111;
    reg [3:0] pv_binary=4'b1111;
    always@(posedge clk) begin
        pv_binary <=cur_binary;
        case(onehot)  
            16'h0001 : begin
                if (times == 2'b11) begin
                    binary=12'b111111111111;
                    times=2'b00;
                    if(tries<4'h6)
                        tries=tries+1;
                end
				end  
            16'h0008 : cur_binary <= 4'b0000;  
            16'h0020 : cur_binary <= 4'b0011;  
            16'h0040 : cur_binary <= 4'b0010;  
            16'h0080 : cur_binary <= 4'b0001;  
            16'h0200 : cur_binary <= 4'b0110;  
            16'h0400 : cur_binary <= 4'b0101;  
            16'h0800 : cur_binary <= 4'b0100;  
            16'h1000 : begin
                    binary=12'b111111111111;
                    times=2'b00;
				end  
            16'h2000 : cur_binary <= 4'b1001;  
            16'h4000 : cur_binary <= 4'b1000;  
            16'h8000 : cur_binary <= 4'b0111;  
        endcase
          if(pv_binary!=cur_binary) begin
            case (times)
            2'b00: binary[3:0]=cur_binary;
            2'b01: begin 
                binary[7:4]=binary[3:0];
                binary[3:0]=cur_binary;
            end
            2'b10: begin 
                binary[11:8]=binary[7:4];
                binary[7:4]=binary[3:0];
                binary[3:0]=cur_binary;
            end
            endcase
            if (times < 2'b11) begin
            times <= times + 1;
            end
        end
    end
endmodule
```
**./run.sh**
```bash
#!/bin/bash
# OpenROAD 26Q1-2900-gdf79404cd8, Yosys 0.63+post, stock flow scripts
make -C /OpenROAD-flow-scripts/flow DESIGN_CONFIG=/design/flow/config.mk WORK_HOME=/design/flow/orfs finish
```
==> Slide: Implementation Results <==
Synthesis and Place & Route Summary

Hold path
  – Hold path cells: 1
  – Sink of the worst hold path: U5.Count[0]$_DFF_P_
  – Min-Delay Path Class: flip-flop to flip-flop
  – Hold Startpoint: U5.Count[0]$_DFF_P_

Floorplan
  – Area of the core: 12,700 um^2
  – Floorplan Utilization: 0.517
  – Floorplan die area: 13,600 um^2
  – Die y size: 116 um
  – Floorplan row count: 41
  – Top-Level Pins: 23
  – DIE WIDTH: 116 um

Clock network
  – Count of instances resized after the clock tree is built: 0
  – Number of setup buffers added after CTS: 0
  – Hold Buf Count CTS: 0
  – Root Buffer Master: sky130_fd_sc_hd__clkbuf_16
  – Max clock buf depth: 2
  – H-tree levels: 4
  – Clock network latency to the later pin of the worst-skew pair: 0.41 ns
  – CTS Buf Count: 17
  – Clock tree from TritonCTS: built
  – Clock-pin slew on the worst setup and hold paths: 0.06 ns

STA
  – Endpoints failing setup: 0
  – Worst-case clock skew: 0.00505 ns
  – Cycle use final: 0.695
  – Normalized max-slew margin: 0.472
  – Final Slew Violations: 0
  – Total count of hold-check failures in the final report: 0
  – Min Hold Slack: 0.394 ns
  – Setup repair after global routing missed its margin: false
  – Count of endpoints without a timing constraint: 40
  – Setup TNS: 0 ns
  – Register pins left without a clock: 20
  – Maximum clock rate: 0.271 GHz
  – Time the final worst path needs with I/O delays and setup: 3.69 ns
  – Worst slew pin tran: 0.790 ns

Final layout
  – Most common logic cells in the final layout: sky130_fd_sc_hd__dfxtp_1, sky130_fd_sc_hd__nor2_1, sky130_fd_sc_hd__xnor2_1
  – Dominant logic cell type in the layout: sky130_fd_sc_hd__dfxtp_1
  – Area growth syn-to-layout: 13.8%
  – Total of fill cells in the finished design: 1,005
  – Proportion of layout cells with a drive suffix above 1: 0.184

Worst setup path
  – Maximum fanout along the worst path: 10
  – Slowest CP cell: sky130_fd_sc_hd__mux4_2
  – Buffering stage count on the worst path with inverters included: 2
  – RR Startpoint: U2.key_reg0[1]$_DFFE_PN1N_
  – Cell family with most CP delay: multiplexers
  – Slowest cell delay on critical path: 0.65 ns
  – Critical path type: flip-flop to output pin
  – Slack of the worst reg-to-reg path: 2.38 ns
  – Reg2Reg Depth: 8
  – Capturing element type of the critical path: output pin
  – End of the worst register-to-register path: U3.binary[6]$_DFF_P_
  – Worst path cell trace: mux4_2, inv_1, ha_1, a21oi_1, o22ai_1, clkdlybuf4s50_1
  – Critical path arrival: 2.63 ns
  – Crit path launch type: flip-flop
  – CP Data Required Time: 4.24 ns

Logic synthesis
  – Ys cells: 588
  – Flops after synth: 150
  – Post-synth seq share: 0.544
  – Cell Type Count: 54
  – Dominant synthesized flop cell: sky130_fd_sc_hd__dfxtp_1
  – Post-synth design cell area: 6550 um^2
  – Yosys Chip Area: 6550 um^2
  – Synthesized area per cell: 11.1 um^2
  – Warnings from Yosys: 5
  – Flip-flops with a built-in enable: 26
  – Asr flop ratio synth: 0.347
  – Cell count after synthesis: 588

Global route
  – Initial antenna violation count: 0
  – Maximum number of pins on one net before global-route repair: 57
  – Global-route wire length before repair: 18.9 mm
  – Global-route usage over all layers: 0.183
  – Global-route congestion overflow total: 0
  – Number of global-route vias before repair: 4,076

Job
  – Tool warnings: 30
  – Tally of max-capacitance violations: 0

Detailed routing
  – Total detailed-routing wirelength: 10.8 mm
  – Number of remaining DRC errors: 0
  – Length of the first detailed-routing pass in iterations: 4
  – Antenna Nets Post-Route: 0
  – Final antenna diode count: 0
  – Vias: 4,204
  – Vias/cell: 5.23
  – Initial detailed-routing violation count: 252
  – WL/cell: 13.4 um

Place
  – Final estimated routing congestion in global placement: 0.819
  – HPWL after detailed placement: 7.49 mm
  – Number of input and output port buffers inserted: 21

Status
  – Status: complete, no violations

Power
  – Worst VDD drop: 0.209 mV
  – Power density over the cells: 273 nW/um^2
  – Static Leak: 2.92 nW
==> logic make-up after synthesis <==
group | after synthesis | share of synthesized area
flops | 150 | 0.544
other cells | 1 | 0.000573
fa+ha+maj | 11 | 0.0210
mux | 41 | 0.0764
compound gates | 38 | 0.0376
xor+xnor | 73 | 0.0976
buf+inv | 29 | 0.0204
simple gates | 245 | 0.202
==> final cells by class <==
| type | count | area [um^2] | area share |
|---|---|---|---|
| clock inverters | 14 | 88.8 | 0.0119 |
| repair buffers | 25 | 235 | 0.0316 |
| flip-flops and latches | 150 | 3560 | 0.478 |
| well taps | 172 | 215 | 0.0289 |
| clock buffers | 18 | 439 | 0.0589 |
| inverters | 16 | 60.1 | 0.00806 |
| multi-input cells | 409 | 2850 | 0.383 |
==> worst max path at each step <==
stage,startpoint,to,slack (ns),cells past startpoint
after CTS,U5.Count[16]$_DFF_P_,Digitron_Out[5],1.58,6
after global routing,U5.Count[16]$_DFF_P_,Digitron_Out[5],1.44,6
final,U5.Count[16]$_DFF_P_,Digitron_Out[4],1.61,6
==> registers in the layout (all words and copies together) (netlist names) <==
name,count
U1.cnt,32
U2.cnt,20
U5.Count,18
U1.key,16
U2.key_reg0,16
U2.key_reg1,16
U3.binary,12
U3.tries,5
U1.row,4
U3.cur_binary,4
U3.pv_binary,4
U3.times,2
U1.scan_clk,1
==> power breakdown <==
| part | switching [mW] | leakage, nW | internal [mW] |
|---|---|---|---|
| Sequential | 0 | 1.45 | 0.996 |
| Clock | 0.421 | 0.266 | 0.605 |
| Combinational | 0.0104 | 1.21 | 0.00463 |
| Total | 0.432 | 2.92 | 1.61 |
==> through the flow <==
step,std cells,utilization,worst slack [ns],instance area [um^2],power (mW)
floorplan,588,-,2.53,6550,1.02
global placement,772,0.547,2.08,6930,1.03
detailed placement,772,0.547,2.03,6930,1.03
CTS,804,0.588,1.58,7450,2.07
global route,804,0.588,1.44,7450,2.11
finish,804,0.588,1.61,7450,2.04
==> synthesized netlist by cell type (5+ instances only) <==
master	n	area, um^2
sky130_fd_sc_hd__and2_1	18	113
sky130_fd_sc_hd__and3_1	9	56.3
sky130_fd_sc_hd__buf_2	5	25.0
sky130_fd_sc_hd__buf_4	5	37.5
sky130_fd_sc_hd__dfrtp_1	20	500
sky130_fd_sc_hd__dfstp_2	32	841
sky130_fd_sc_hd__dfxtp_1	72	1440
sky130_fd_sc_hd__edfxtp_1	26	781
sky130_fd_sc_hd__ha_1	11	138
sky130_fd_sc_hd__inv_1	16	60.1
sky130_fd_sc_hd__mux2_2	30	338
sky130_fd_sc_hd__mux2i_1	5	50.1
sky130_fd_sc_hd__nand2_1	37	139
sky130_fd_sc_hd__nand2b_1	8	50.1
sky130_fd_sc_hd__nand3_1	39	195
sky130_fd_sc_hd__nand4_1	15	93.8
sky130_fd_sc_hd__nor2_1	46	173
sky130_fd_sc_hd__nor3_1	21	105
sky130_fd_sc_hd__nor4_1	11	68.8
sky130_fd_sc_hd__o21ai_0	5	25.0
sky130_fd_sc_hd__o22ai_1	13	81.3
sky130_fd_sc_hd__or4_1	5	37.5
sky130_fd_sc_hd__xnor2_1	41	359
sky130_fd_sc_hd__xor2_1	32	280
==> routing by layer <==
layer	global-route usage	routed length, um	part of all wire
met5	0	0	0
met3	0.0381	336	0.031
met2	0.270	4740	0.44
met4	0.0248	122	0.011
met1	0.307	5580	0.52
Power is estimated from default activity; no workload was simulated.
