==> flow/design.v <==
module Led_effect (
      clk_50M,   
     switch,     
    leds     
);
    input clk_50M; 
    input switch; 
    output reg [6:0] leds;
    reg [31:0] clk_divider = 0; 
    reg slow_clk = 0;          
    reg [3:0] counter = 0;     
    reg direction = 0;         
    always @(posedge clk_50M) begin
        clk_divider <= clk_divider + 1;
        if (clk_divider == 2500000) begin  
            clk_divider <= 0;
            slow_clk <= ~slow_clk; 
        end
    end
    always @(posedge slow_clk) begin
        if (!switch) begin
            leds <= 7'b0000000;  
        end else begin
            if (direction == 0) begin
                leds <= 7'b0000001 << counter;  
                counter <= counter + 1;
                if (counter == 6) begin
                    direction <= 1;  
                end
            end else begin
                leds <= 7'b0000001 << counter;
                counter <= counter - 1;
                if (counter == 0) begin
                    direction <= 0;   
                end
            end
        end
    end
endmodule
==> flow/run.sh <==
#!/bin/bash
# OpenROAD 26Q1-2900-gdf79404cd8, Yosys 0.63+post, stock flow scripts
make -C /OpenROAD-flow-scripts/flow DESIGN_CONFIG=/design/flow/config.mk WORK_HOME=/design/flow/orfs finish
==> flow/config.mk <==
export PLATFORM = sky130hd
export DESIGN_NAME = Led_effect
export DESIGN_NICKNAME = Led_effect
export VERILOG_FILES = /design/flow/design.v
export SDC_FILE = /design/flow/constraint.sdc
export NUM_CORES = 4
export LEC_CHECK = 1
export CORE_UTILIZATION = 40
==> flow/constraint.sdc <==
current_design Led_effect

set clk_period 3.7
set clk_io_pct 0.2

create_clock -name clk0 -period $clk_period [get_ports {clk_50M}]

set non_clock_inputs [all_inputs -no_clocks]
set_input_delay [expr $clk_period * $clk_io_pct] -clock clk0 $non_clock_inputs
set_output_delay [expr $clk_period * $clk_io_pct] -clock clk0 [all_outputs]
==> impl_metrics.toml <==
# synthesis and place-and-route metrics
[route]
routed_wire_length_per_instance_um = 12.6
drt_iter0_markers = 27
antenna-diode-count = 0
total_vias_in_the_final_route = 1379
number_of_detailed_route_iterations_in_the_first_pass = 4
drt-vias-per-instance = 4.98
ant_nets = 0
drc = 0
drt-total-wl_mm = 3.50

[placed_design]
placedInstanceArea_um2 = 2120
final_wtd_congestion = 0.873
placement.io_buffers = 8
hpwl_mm = 2.58

[cells_and_area]
area_delta_synth_final_pct = 12.7
regArea_um2 = 961
n_fill_cell = 447
share_of_final_layout_standard_cells_stronger_than_drive_strength_1_pct = 9.05
layout.cell_area.non_filler_um2 = 2200
multi_input_logic_area_um2 = 950

[pwr]
vdd_ir_drop_max_v = 0.000270
comb_power_share_pct = 0.5
seqPwrFrac_pct = 57.7
power_leakage_nw = 0.789
p_sw_share_pct = 21.0
power_mw = 0.619
p_int_mw = 0.489
power.density_nw_per_um2 = 281
power.share.clock_pct = 41.8
power.switching_mw = 0.130

[die]
fp.dieW_um = 71.9
core_area_um2 = 4720
num_rows = 25
initCoreUtil_pct = 41.4
fp.dieArea_um2 = 5170
design.portCount = 9
chipHeight_um = 71.9

[setup_path]
cp.arrival_ns = 2.25
crit_required_ns = 3.88
critical_path.max_stage_delay_ns = 0.66
crit_buf_inv = 2
critPathSlowestCell = "nor4_2"
timing.critical_path.max_delay_family = "simple AND/OR/NAND/NOR gates"
critical_path_class = "reg2reg"
start_kind = "flop"
worstPathCellList = "inv_1 > ha_1 > nor4b_1 > nand4_1 > nor4_2 > buf_4 > nor2_1"
worst_setup_path_end_kind = "flop"
worstPathMaxFanout = 7

[grt]
initial_antenna_violation_count = 0
grt_pass1_vias = 1306
gr-total-overflow = 0
maximum_number_of_pins_on_one_net_before_global_route_repair = 14
grt_pass1_wl_mm = 6.21
grt.total_usage_pct = 15.7

[synth]
synth_simple_gate_area_share_pct = 28.0
ys_ff = 45
synth.cellmix.xorXnorShare_pct = 13.8
synth-edff-count = 6
synth_warnings = 1
post_synth_num_cell_types = 40
area_of_the_mapped_netlist_um2 = 1950
post_synth_main_logic_family = "simple AND/OR/NAND/NOR gates"
synth_area_per_cell_um2 = 10.0
compound_area_share_pct = 3.20
yosys-stat-area_um2 = 1950
synthArstFlopShare_pct = 0
synth_stat.cells = 195
synth.area.mux_share_pct = 0
ys_sh_adder_pct = 3.59
postSynthSeqShare_pct = 49.2
yosys_most_used_dff = "dfxtp_1"
post_synth_inst_count = 195

[final_timing]
final-max-slew-violation-count = 0
tightest_pin_transition_ns = 0.865
register_pins_left_without_a_clock = 12
final_setup_tns_ns = 0
timing.final.setup_violations = 0
finalCriticalPeriod_ns = 2.07
max_freq_mhz = 484
relative_slew_margins_pct = 41.8
unconstrained_endpoints = 24
rsz_0062_raised_after_global_routing = "false"
skew_ns = 0.00495
fin_crit_sh_pct = 55.9
final_hold_viol_count = 0

[clock_tree]
numCtsBuffers = 5
cts_hold_buffers = 0
root_buffer = "clkbuf_8"
cts_resized = 0
cts.reportedPaths.clkPinSlew_ns = 0.06
clock_tree_from_tritoncts = "yes"
post_cts.repair.setup_buffers = 0
clock_tree.buffer_depth = 2
clkLatencyLatePin_ns = 0.29
ctsHtreeMaxLevel = 2

[outcome]
run_status = "finished clean"

[min_path]
timing.hold.worst.class = "reg2reg"

[run]
max_cap_viol_count = 0
warnings = 26
power groups by stage:
stage / Sequential (mW) / Clock (mW) / Combinational (mW)
final: 0.357 / 0.259 / 0.00281
after global routing: 0.357 / 0.284 / 0.00314
after CTS: 0.357 / 0.262 / 0.00291
path summary, 6_finish.rpt:
path / from / endpoint / slack [ns] / cells past startpoint
setup / recovery: clk_divider[0] / clk_divider[7] / 1.63 / 7
hold / removal: clk_divider[31] / clk_divider[31] / 0.47 / 1
setup reg to reg: clk_divider[0] / clk_divider[7] / 1.63 / 7
hold reg to reg: clk_divider[31] / clk_divider[31] / 0.47 / 1
cell usage in the layout (no fill, tap or decap), drive strengths merged:
cell type and count:
nor3 7, fa 1, nor2 15, buf 2, inv 8, and2 2, nand2 15, clkinv 2
and4 2, clkbuf 6, a21oi 5, nand4 13, nand3 9, xnor2 24, o31ai 2, o22ai 1
xor2 6, or4 4, nand3b 1, a21o 1, and4b 1, or3b 2, nor4b 2, dfxtp 39
ha 4, and3 10, nor4 6, or3 3, clkdlybuf4s50 8, o21ai 1, nand4b 1, edfxtp 6
nor2b 1
cells in the mapped netlist, types with 4 or more instances:
cell type | number | area share, %
a21oi_1 | 4 | 1.0
and3_1 | 9 | 2.9
dfxtp_1 | 39 | 40
edfxtp_1 | 6 | 9.2
ha_1 | 4 | 2.6
inv_1 | 8 | 1.5
nand2_1 | 15 | 2.9
nand3_1 | 8 | 2.1
nand4_1 | 13 | 4.2
nor2_1 | 15 | 2.9
nor3_1 | 7 | 1.8
nor4_1 | 5 | 1.6
xnor2_1 | 23 | 10
xor2_1 | 6 | 2.7
area by class of cell:
cell class | count | area share [%]
Clock buffer | 6 | 3.30
Tap cell | 67 | 3.81
Sequential cell | 45 | 43.6
Clock inverter | 2 | 0.455
Timing Repair Buffer | 10 | 4.32
Inverter | 8 | 1.36
Multi-Input combinational cell | 139 | 43.1
per-layer routing:
metal	share of wire [%]	global-route usage (%)	up-vias
met1	50	23.9	636
met5	0	0	-
li1	-	-	721
met2	45	25.2	17
met3	2.9	3.14	5
met4	1.7	1.74	0
worst reg2reg max path, stage by stage (launching register included):
cell and delay, ns:
dfxtp_1 0.35, inv_1 0.07, ha_1 0.14, nor4b_1 0.25, nand4_1 0.16, nor4_2 0.67
buf_4 0.27, nor2_1 0.05
cell families after synthesis:
logic type,Yosys count
adder cells (fa/ha/maj),5
AND-OR/OR-AND,10
XOR/XNOR,30
buffers and inverters,11
AND/OR/NAND/NOR,94
flip-flops,45
state kept, by name, indices dropped and copies added, names as in the netlist:
name         cells
slow_clk         1
leds             7
direction        1
counter          4
clk_divider     32
metrics by stage:
step                worst slack (ns)  std cells  hold WS, ns  util [%]
floorplan                       1.92        195        0.426         -
global placement                1.65        269        0.460      44.9
detailed placement              1.65        269        0.460      44.9
CTS                             1.62        277        0.471      46.6
global route                    1.42        277        0.476      46.6
finish                          1.63        277        0.473      46.6
Power and IR drop assume default switching activity.
